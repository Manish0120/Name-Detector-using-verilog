**flow/design.v**
```verilog
`timescale 1ns / 1ps
module Name_Detector2(
input clk, 
input reset,
  input [7:0] data,  
  output [87:0] out  
    );
    parameter s0 = 4'd0,  
     s1 = 4'd1, 
     s2 = 4'd2, 
     s3 = 4'd3, 
     s4 = 4'd4, 
     s5 = 4'd5, 
     s6 = 4'd6, 
     s8 = 4'd8, 
     s9 = 4'd9, 
     s10 = 4'd10, 
     s11 = 4'd11, 
     s12 = 4'd12, 
     s13 = 4'd13;  
     reg [3:0] cs, ns;
     assign out = (cs == s13) ?
     {88'b0011001000110000001100100011000101010101010001010100010100110000001100010011010000110110}:  
                  (cs == s6 || cs == s8 || cs == s9 || cs == s10 || cs == s11 || cs == s12) ?
     {80'b01010101010001110101111101000101010001010101111100110010001100000011001000110001, 8'b0}:  
     {72'b010010010100100101010100001000000100101001100001011011010110110101110101, 16'd0};  
     always @(posedge clk) begin
        if(reset) cs <= s0;
        else cs <= ns;
     end
     always@(cs, data)  begin
        case(cs)
            s0 : ns <= (data == 8'd77)? s1:s0;  
            s1 : begin
                if (data == 8'd97) ns = s2;   
                else if (data == 8'd77) ns = s1;   
                else ns <= s0;   
            end
            s2 : begin
                if (data == 8'd110) ns = s3;   
                else if (data == 8'd77) ns = s1;   
                else ns <= s0;   
            end
            s3 : begin
                if(data == 8'd105) ns = s4;   
                else if (data == 8'd77) ns = s1;   
                else ns <= s0;   
            end
            s4 : begin
                if(data == 8'd115) ns = s5;   
                else if (data == 8'd77) ns = s1;   
                else ns <= s0;   
            end
            s5 : begin
                if(data == 8'd104) ns = s6;   
                else if (data == 8'd77) ns = s1;   
                else ns <= s0;   
            end
            s6 : begin
                if(data == 8'd32) ns = s8;   
                else if (data == 8'd77) ns = s1;  
                else ns <= s0;   
            end
            s8 : begin
                if(data == 8'd75) ns = s9;   
                else if (data == 8'd77) ns = s1;   
                else ns <= s0;
            end
            s9 : begin
                if(data == 8'd117) ns = s10;   
                else if (data == 8'd77) ns = s1;   
                else ns <= s0;
            end
            s10 : begin
                if(data == 8'd109) ns = s11;   
                else if (data == 8'd77) ns = s1;   
                else ns <= s0;
            end
            s11 : begin
                if(data == 8'd97) ns = s12;  
                else if (data == 8'd77) ns = s1;  
                else ns <= s0;
            end
            s12 : begin
                if(data == 8'd114) ns = s13;   
                else if (data == 8'd77) ns = s1;   
                else ns <= s0;
            end
            s13 : begin
                if(data == 8'd77) ns = s1;   
                else ns <= s0;
            end
            default: 
                ns <= s0; 
        endcase
     end
endmodule
```
**flow/run.sh**
```bash
#!/bin/bash
# OpenROAD 26Q1-2900-gdf79404cd8, Yosys 0.63+post, stock flow scripts
make -C /OpenROAD-flow-scripts/flow DESIGN_CONFIG=/design/flow/config.mk WORK_HOME=/design/flow/orfs finish
```
**flow/constraint.sdc**
```tcl
current_design Name_Detector2

set clk_period 4.1
set clk_io_pct 0.2

create_clock -name clk0 -period $clk_period [get_ports {clk}]

set non_clock_inputs [all_inputs -no_clocks]
set_input_delay [expr $clk_period * $clk_io_pct] -clock clk0 $non_clock_inputs
set_output_delay [expr $clk_period * $clk_io_pct] -clock clk0 [all_outputs]
```
**flow/config.mk**
```make
export PLATFORM = sky130hd
export DESIGN_NAME = Name_Detector2
export DESIGN_NICKNAME = Name_Detector2
export VERILOG_FILES = /design/flow/design.v
export SDC_FILE = /design/flow/constraint.sdc
export NUM_CORES = 4
export LEC_CHECK = 1
export CORE_AREA = 10 10 79 79
export DIE_AREA = 0 0 89 89
```
==> results.py <==
# Auto-generated metrics
metrics = {
    "outcome": {
        "status": "complete, no violations",
    },
    "clocking": {
        "clk_latency_ns": 0.24,
        "clockBufferDepth": 2,
        "cts.sinks": 13,
        "htree_levels": 1,
        "cts_tree": "done",
        "hold_buffers": 0,
        "post-cts-setup-buffers": 0,
        "root_buffer": "clkbuf_8",
        "clkTransAtPathRegs_ns": 0.05,
        "cts_resized": 0,
        "numCtsBuffers": 3,
    },
    "sta": {
        "max_freq_ghz": 0.322,
        "holdWs_ns": 0.461,
        "finalSetupTns_ns": 0,
        "slew_violations": 0,
        "min_period_ns": 3.11,
        "worst_slack_ns": 0.991,
        "timing.final.crit_share_pct": 75.8,
        "hold_viol_final": 0,
        "rsz0062_at_grt": "false",
        "worst_pin_slew_ns": 0.492,
        "max_slew_margin_pct": 66.9,
        "skew_ns": 0.000544,
        "finalSetupViolations": 0,
    },
    "floorplan": {
        "row_count": 25,
        "pin_count": 98,
        "core_um2": 4660,
        "die-area_um2": 7920,
        "fp.dieW_um": 89,
        "floorplan.core_util_pct": 28.9,
        "die_h_um": 89,
    },
    "synthesis": {
        "ys.flop_type": "dfxtp_1",
        "synth_flops": 13,
        "edf_count": 0,
        "yosysChipArea_um2": 1350,
        "ys_warn_count": 1,
        "synthArstFlopShare_pct": 0,
        "synth_cell_types": 36,
        "synth_cells": 165,
        "seq_area_frac_synth_pct": 19.3,
        "yosysCellCount": 165,
        "topCellsByArea": "buf_4 (46%), dfxtp_1 (19%), nor4_1 (2.3%), nor3b_1 (2.2%), a2111oi_4 (2.0%)",
        "yosysTopAreaCell": "buf_4",
        "top_cell_area_share_pct": 46.3,
        "syn_avg_cell_area_um2": 8.15,
        "netlist_area_um2": 1350,
    },
    "run": {
        "maxCapViolCount": 0,
        "tool_warnings": 25,
    },
    "setup_path": {
        "arrival_ns": 2.29,
        "criticalPathCategory": "reg2out",
        "setup.worst_path.start_class": "flip-flop",
        "cp-end-kind": "primary output",
        "r2r_end": "cs[0]$_DFF_P_",
        "crit-reg2reg-launch": "cs[12]$_DFF_P_",
        "rr_worst_depth": 4,
        "reg2reg_slack_ns": 2.64,
        "critPathMaxFanout": 12,
        "required_ns": 3.28,
    },
    "placement": {
        "gp_congestion": 0.887,
        "dp_cells": 229,
        "portBuffers": 68,
        "dp_hpwl_um": 2800,
        "placed_area_um2": 1570,
        "place_ws_ns": 1.23,
    },
    "finish": {
        "final_util_pct": 34.6,
        "area_growth_pct": 19.7,
        "instances_no_fill": 233,
        "top_regs": "cs: 13 flops",
        "largest-register": "cs",
        "largest_reg_flops": 13,
        "fin_area_um2": 1610,
        "drive_above_1_share_pct": 4.47,
    },
    "global_route": {
        "grt_max_degree": 16,
        "grt_overflow_total": 0,
        "grt_pass1_wl_um": 4620,
        "grt_pass1_vias": 950,
        "antenna_found_initial": 0,
        "grt.total_usage_pct": 7.09,
    },
    "power": {
        "power_density_nw_per_um2": 165,
        "leakage_nw": 0.611,
        "total_power_mw": 0.265,
        "ir_drop_mv": 0.0917,
    },
    "route": {
        "drt_iter0_markers": 29,
        "routed_wl_um": 3320,
        "n_antenna_cell": 0,
        "drtPass1Iterations": 4,
        "postRouteAntennaNets": 0,
        "routed-via-count": 1016,
        "vias_per_cell": 4.36,
        "remaining_drc_errors": 0,
        "avgRoutedWirePerCell_um": 14.3,
    },
    "worst_hold_path": {
        "worstHoldPathCells": 2,
        "hp-start": "cs[9]$_DFF_P_",
        "hp-class": "reg2reg",
        "min_to": "cs[6]$_DFF_P_",
    },
}
-- logic make-up after synthesis --
family	count (synthesis)	synth area share, %
compound gates	12	8.65
buf+inv	93	49.3
flops	13	19.3
mux	1	0.744
other cells	2	0.558
simple gates	44	21.4
-- how the worst max path moves through the flow --
stage                 depth (start not counted)           from       to
after CTS                                     4  cs[6]$_DFF_P_  out[26]
after global routing                          4  cs[6]$_DFF_P_  out[30]
final                                         4  cs[6]$_DFF_P_  out[75]
-- placed cells by master, fill, tap and decap left out, drive strengths merged, types with 2 or more instances in the layout --
master          n
nand4b          2
nor3            2
nor3b           4
clkbuf          4
nor4            5
nor4bb          2
nor2            7
clkdlybuf4s50  68
a21boi          2
and3            2
inv             7
nand3           3
dfxtp          13
nor2b           2
nand2           4
nand4           3
and4b           2
conb           29
-- worst max-delay path: stages, from the launching register on --
cell	delay, ns
dfxtp_1	0.34
nor4_1	0.48
nand3_1	0.34
inv_1	0.34
clkdlybuf4s50_1	0.54
-- report_power, final --
| part | internal [mW] | switching (mW) | leakage [nW] | total, mW |
|---|---|---|---|---|
| clock network | 0.0684 | 0.0422 | 0.0228 | 0.111 |
| registers | 0.127 | 0.0000251 | 0.105 | 0.127 |
| logic | 0.0124 | 0.0157 | 0.483 | 0.0280 |
| total | 0.207 | 0.0579 | 0.611 | 0.265 |
-- layer usage --
layer,up-vias,GRT usage [%],wire length [µm]
met4,0,2.60,60
met1,454,7.88,1240
met2,78,11.5,1400
met3,8,3.49,626
li1,476,-,-
met5,-,0,0
-- cell usage after synthesis (3+ instances only) --
master / number
nand3_1: 3
nor2_1: 7
buf_4: 83
nor3b_1: 4
nand2_1: 4
inv_1: 7
nor4_1: 5
dfxtp_1: 13
nand4_1: 3
-- cell type report --
cell class	count	area, µm²
well taps	54	67.6
multi-input cells	86	523
flip-flops and latches	13	260
inverters	7	26.3
clock buffers	4	45.0
repair buffers	69	688
fillers	492	3050
Power and IR drop assume default switching activity.
